--- design/flow/config.mk ---
export PLATFORM = sky130hd
export DESIGN_NAME = reciprocal_divider
export DESIGN_NICKNAME = reciprocal_divider
export VERILOG_FILES = /design/flow/design.v
export SDC_FILE = /design/flow/constraint.sdc
export NUM_CORES = 4
export LEC_CHECK = 1
export CORE_UTILIZATION = 40
--- design/flow/constraint.sdc ---
current_design reciprocal_divider

set clk_period 1.0
set clk_io_pct 0.2

create_clock -name clk0 -period $clk_period [get_ports {clk}]

set non_clock_inputs [all_inputs -no_clocks]
set_input_delay [expr $clk_period * $clk_io_pct] -clock clk0 $non_clock_inputs
set_output_delay [expr $clk_period * $clk_io_pct] -clock clk0 [all_outputs]
--- design/flow/design.v ---
module reciprocal_divider (
    input  clk,
    input  rst,
    input  [15:0] u,
    input  [15:0] v,
    output reg [15:0] q
);
    reg [7:0] recip_lut [0:7];
    initial begin
        recip_lut[0] = 8'hFF;
        recip_lut[1] = 8'hE3;
        recip_lut[2] = 8'hCC;
        recip_lut[3] = 8'hBA;
        recip_lut[4] = 8'hAA;
        recip_lut[5] = 8'h9D;
        recip_lut[6] = 8'h92;
        recip_lut[7] = 8'h88;
    end
    reg [15:0] q_reg, u_reg, v_reg, r, v_shifted, temp;
    reg [4:0] n;
    reg [15:0] i, mul1, mul2, correction;
    function [4:0] clz16;
        input [15:0] x;
        integer j;
        reg found;
        begin
            clz16 = 16;
            found = 0;
            for (j = 15; j >= 0; j = j - 1) begin
                if (!found && x[j]) begin
                    clz16 = 15 - j;
                    found = 1;
                end
            end
            if (!found)
                clz16 = 16;   
        end
    endfunction
    function [15:0] MulHi_U16_U16;
        input [15:0] a, b;
        reg [31:0] product;
        begin
            product = a * b;
            MulHi_U16_U16 = product[31:16];
        end
    endfunction
    always @(posedge clk or posedge rst) begin
        if (rst) begin
            q <= 0;
        end else begin
            u_reg <= u;
            v_reg <= v;
            n = clz16(v);
            v_shifted = v << n;
            i = (v << n) >> 12;   
            r = {recip_lut[i - 8], 8'b00000000};   
            mul1 = MulHi_U16_U16(r, v_shifted);
            mul2 = MulHi_U16_U16(~mul1 + 1, r);
            r = mul2 << 1;
            mul1 = MulHi_U16_U16(r, v_shifted);
            mul2 = MulHi_U16_U16(~mul1 + 1, r);
            r = mul2 << 1;
            q_reg = MulHi_U16_U16(u, r);
            q_reg = q_reg >> (15 - n);
            if (q_reg > 0)
                q_reg = q_reg - 1;
            temp = u - q_reg * v;
            correction = 0;
            if (temp >= v) begin
                correction = correction + 1;
                temp = temp - v;
                if (temp >= v) begin
                    correction = correction + 1;
                    temp = temp - v;
                    if (temp >= v) begin
                        correction = correction + 1;
                    end
                end
            end
            q <= q_reg + correction;
        end
    end
endmodule
--- design/flow/run.sh ---
#!/bin/bash
# OpenROAD 26Q1-2900-gdf79404cd8, Yosys 0.63+post, stock flow scripts
make -C /OpenROAD-flow-scripts/flow DESIGN_CONFIG=/design/flow/config.mk WORK_HOME=/design/flow/orfs finish
==> run notes <==
yosys + openroad results -> # Cells Yosys=4875, synth warn=1, Die Span X=318 um, Cell variety after synth=109, Die H=318 um, Finished Cell Area=52600 um2, Residual DRC=0, post-route insts no fill=7175, Post-Syn Area=40000 um2, # port buffers=49, Worst setup EP type=register, EDFF count, synth=0, first-pass GRT wire length=196000 um, DP Area=49900 um2, routability cong.=0.982, Antenna Cells=0, Ports=50, Hold Path Class=input pin to async pin, CORE AREA=98700 um2, Fill cells=8899, CP arrival=40.14 ns, RSZ-0062 raised after global routing=true, failing checks=negative setup slack, Max Cap Viol=0, Top FF cell, synth=dfrtp_1, Final ANT Viol Nets=0, DRT iter0 DRCs=1621, clock buffer depth=2, layout cells sized above 1=0.281, GR Overflow Total=0, Yosys Chip Area=40000 um2, Clk pin slew, worst setup/hold paths=0.05 ns, chip area=101000 um2, tool warnings=38, GR Util All Layers=0.255, vias in the first global route=36.8k, FP Core Util=0.405, Via Count=35.8k, DRT Wirelength=120000 um, Tmin final=40.01 ns, Num CTS Buffers=3, register area share after synthesis=0.0100, Post-synth ARST share=1.00, max reg flops=16, vias per cell=4.99, TritonCTS clock tree=done, largest net degree at the start of global routing=30, Hold Violations, Final=0, antenna violations before repair=0, status=finished with violations, Worst-Margin Slew=0.636 ns, Setup WS pre-CTS=-40.63 ns, fin crit share=40.0, Setup CP Type=input pin to register, synthesized instance count=4875, Slew HR=0.573, crit-path max FO=7, Startpoint Class=input pin, syn_area_per_cell=8.20 um2, largest stage delay on the critical path=0.57 ns, Area Overhead vs Synth=31.5%, CTS Hold Bufs=0, FMAX=25.0 MHz, Crit-path slowest cell=fa_1, routed len/inst=16.7 um, Yosys reg bits=16, drt pass-1 iters=5, fin worst setup slack=-39.01 ns, crit path launch=v[5], Final Slew Violations=0, clock root cell=clkbuf_16, dpl hpwl=103000 um, Required @ worst endpoint=1.13 ns, CP dominant cell by count=buf_4, Rows=115, Placed Instances=7032, Clock H-tree levels=1, Setup-failing EPs final=19, clock sinks=16
## metrics by stage
| step | util | setup TNS [ns] | hold slack (ns) |
|---|---|---|---|
| floorplan | - | -624.47 | 0.114 |
| global placement | 0.505 | -644.14 | 0.532 |
| detailed placement | 0.505 | -648.30 | 0.524 |
| CTS | 0.520 | -617.97 | 0.264 |
| global route | 0.533 | -648.34 | 0.281 |
| finish | 0.533 | -620.91 | 0.260 |
## timing repair
action                                  4_1_cts  5_1_grt
resized                                     267      222
pin swaps                                   142      130
buffers inserted                             94       47
gates cloned                                  0        1
endpoints found under the setup margin       32       26
## critical path, delay by kind of cell
| kind | cells | cell delay (ns) |
|---|---|---|
| AOI/OAI and AO/OA | 59 | 10.00 |
| xor gates and xnor gates | 10 | 1.71 |
| adders and majority gates | 38 | 16.12 |
| buffers and inverters | 57 | 6.16 |
| muxes | 2 | 0.36 |
| and+or+nand+nor | 31 | 5.51 |
## layout make-up
type | count | area, um2 | share of cell area
inverters | 998 | 3750 | 0.0714
multi-input cells | 3667 | 37400 | 0.711
well taps | 1287 | 1610 | 0.0306
flip-flops and latches | 16 | 404 | 0.00769
clock buffers | 4 | 88.8 | 0.00169
repair buffers | 1203 | 9330 | 0.178
## cells by family (layout without fill, tap and decap cells)
| kind of cell | after synthesis | after routing | synth area share |
|---|---|---|---|
| buf+inv | 1193 | 2205 | 0.113 |
| fa+ha+maj | 1260 | 1260 | 0.544 |
| xor+xnor | 203 | 203 | 0.0454 |
| flops | 16 | 16 | 0.0100 |
| mux | 33 | 33 | 0.00873 |
| simple gates | 1618 | 1619 | 0.187 |
| other cells | 1 | 1 | 0.0000938 |
| compound gates | 551 | 551 | 0.0921 |
## synthesized netlist by cell type (all sizes together) (13+ instances only)
cell | count | area, um2
nor2 | 549 | 2060
a21o | 46 | 345
fa | 799 | 16000
a22oi | 13 | 97.6
nand2b | 87 | 544
nor3 | 141 | 706
xnor2 | 119 | 1050
dfrtp | 16 | 400
ha | 461 | 5770
xor2 | 82 | 718
o211ai | 14 | 105
and2 | 122 | 763
a211oi | 22 | 188
clkbuf | 175 | 657
o21ai | 114 | 571
nor4 | 15 | 143
o21bai | 23 | 180
a31oi | 20 | 131
nand2 | 492 | 1850
a21oi | 159 | 815
and3 | 16 | 100
nand3 | 37 | 185
nor2b | 34 | 213
nand4 | 33 | 213
o21a | 29 | 218
buf | 20 | 103
or3 | 25 | 166
inv | 986 | 3700
or2 | 29 | 181
mux2i | 24 | 240
## routing by layer
layer,part of all wire,vias to the layer above,global-route usage,wire length (um)
met5,0,-,0.00142,0
met4,0.019,0,0.0386,2280
met3,0.090,141,0.0828,10800
met2,0.45,1086,0.392,54300
met1,0.44,17364,0.373,52400
li1,-,17183,-,-
## cells in the final DEF (no fill, tap or decap), drive strengths merged, types with 8 or more instances in the layout
| master | count |
|---|---|
| nor2 | 549 |
| a21o | 46 |
| a22oi | 13 |
| o21a | 29 |
| o21ai | 114 |
| clkdlybuf4s50 | 17 |
| mux2 | 9 |
| nor4 | 15 |
| nor3 | 141 |
| clkbuf | 15 |
| nor2b | 34 |
| a211oi | 22 |
| nand2b | 87 |
| o211ai | 14 |
| xnor2 | 119 |
| and2 | 122 |
| xor2 | 82 |
| or3 | 25 |
| nand2 | 492 |
| clkinv | 12 |
| fa | 799 |
| o22ai | 8 |
| ha | 461 |
| buf | 1171 |
| a21boi | 11 |
| dfrtp | 16 |
| a31oi | 20 |
| inv | 986 |
| nand3 | 37 |
| nand4 | 33 |
| and3 | 17 |
| a21oi | 159 |
| or4 | 8 |
| a211o | 9 |
| o21bai | 23 |
| or2 | 29 |
| and4 | 12 |
| o31ai | 11 |
| mux2i | 24 |
## final timing paths
| check | depth (start not counted) | slack, ns | end |
|---|---|---|---|
| setup / recovery | 197 | -39.01 | q[11]$_DFF_PP0_ |
| hold / removal | 3 | 0.26 | q[4]$_DFF_PP0_ |
| max in group asynchronous | 3 | 0.61 | q[6]$_DFF_PP0_ |
| min in group clk0 | 1 | 0.84 | q[9] |
